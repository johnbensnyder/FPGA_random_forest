### /design/flow/config.mk
export PLATFORM = sky130hd
export DESIGN_NAME = data_parser
export DESIGN_NICKNAME = data_parser
export VERILOG_FILES = /design/flow/design.v
export SDC_FILE = /design/flow/constraint.sdc
export NUM_CORES = 4
export LEC_CHECK = 1
export CORE_UTILIZATION = 50
### /design/flow/constraint.sdc
current_design data_parser

set clk_period 2.6
set clk_io_pct 0.2

create_clock -name clk0 -period $clk_period [get_ports {clk}]

set non_clock_inputs [all_inputs -no_clocks]
set_input_delay [expr $clk_period * $clk_io_pct] -clock clk0 $non_clock_inputs
set_output_delay [expr $clk_period * $clk_io_pct] -clock clk0 [all_outputs]
### /design/flow/design.v
`timescale 1ns / 1ps
module data_parser(
		input clk,
		input rst,
		input tx_ready,
		input [63:0]ml_result,
		input ml_finished,
		output [7:0] transmitter_data,
		output reg transmitter_start
    );
	 reg prev_tx_ready;
	 reg prev_ml_finished;
	 reg [3:0] counter;
	 reg [7:0] Data[0:7];
	 assign transmitter_data = Data[counter];
	 always@(posedge clk)
		begin
		prev_tx_ready <= tx_ready;
		prev_ml_finished <= ml_finished;
		Data[0] = ml_result[63:56];
		Data[1] = ml_result[55:48];
		Data[2] = ml_result[47:40];
		Data[3] = ml_result[39:32];
		Data[4] = ml_result[31:24];
		Data[5] = ml_result[23:16];
		Data[6] = ml_result[15:8];
		Data[7] = ml_result[7:0];
		if(rst)
			transmitter_start <= 1'b0;
		if(ml_finished != prev_ml_finished)
			begin
				counter <= 0;
				transmitter_start <= 1'b1;
			end
		if(counter >= 0 && counter < 7 && tx_ready && !prev_tx_ready)
			begin
				transmitter_start <= 1;
				counter <= counter + 1;
			end
		if(!tx_ready) 
			begin
				counter <= counter;
				transmitter_start <= 0;
			end	
		end
endmodule
### /design/flow/run.sh
#!/bin/bash
# OpenROAD 26Q1-2900-gdf79404cd8, Yosys 0.63+post, stock flow scripts
make -C /OpenROAD-flow-scripts/flow DESIGN_CONFIG=/design/flow/config.mk WORK_HOME=/design/flow/orfs finish
==> out/qor_table.md <==
| Step | Result | Reported |
| --- | --- | --- |
| critical path | Worst path top cell family by delay | buffers and inverters |
| critical path | Slowest cell on the critical path | edfxtp_1 |
| synth | And-or/or-and share of the synthesized area | 13.7% |
| floorplanning | Standard-cell rows | 23 |
| synth | Area share, top type | 63.3% |
| timing | Period Utilization, post-route | 105% |
| detailed routing | Routed vias | 1539 |
| critical path | Max FO, Critical Path | 14 |
| critical path | Worst Path Buf+Inv | 3 |
| cts | CTS Buf Count | 9 |
| status | Violations in the final reports | setup timing |
| synth | Post-synth ARST share | 0% |
| global routing | Vias in the first global route | 1435 |
| floorplanning | Count of pins on the block boundary | 77 |
| global routing | Wire length of the first global-routing pass | 6.49 mm |
| cts | Clock Pin Slew Worst Setup and Hold Paths | 60 ps |
| critical path | R2R Path Start | counter[0] |
| power and ir drop | Cell-internal power | 1790 µW |
| synth | Share of synthesized cell area in full adder, half adder and majority cells | 2.95% |
| timing | Max-slew headroom | 78.1% |
| synth | Yosys Chip Area | 2120 µm² |
| critical path | Worst Setup SP | counter[0] |
| finish | Fin cells | 315 |
| floorplanning | Initial Util | 52.6% |
| flow run | Maximum capacitance violations | 0 |
| timing | Setup violations, final | 2 |
| global routing | Final global-route overflow total | 0 |
| floorplanning | Height of the chip | 67.1 µm |
| placement | Pre-CTS setup slack | -38.1 ps |
| placement | Number of cells after detailed placement | 286 |
| detailed routing | Post-route antenna net violation count | 0 |
| floorplanning | Full die area | 4500 µm² |
| synth | Syn. warnings | 2 |
| critical path | Category of the critical setup timing path | register to output port |
| power and ir drop | Fraction of power consumed by the clock network | 32.6% |
| cts | Number of clock sinks | 71 |
| detailed routing | Iteration-0 DRC count of the detailed router | 47 |
| finish | Total of fill cells in the finished design | 213 |
| cts | CTS tree | yes |
| global routing | Initial antenna violation count | 0 |
| global routing | Largest net degree at the start of global routing | 16 |
| placement | Placed wire-length estimate after detailed placement | 2.84 mm |
| power and ir drop | Fraction of power consumed by combinational cells | 16.0% |
| power and ir drop | PD cells | 694 nW/µm² |
| power and ir drop | Maximum resistive drop on vdd | 0.000442 V |
| detailed routing | Detailed Routing Iterations Pass 1 | 5 |
| critical path | Critical path capture point type | output port |
| timing | Achievable Freq | 365 MHz |
| cts | Cell at the root of the clock tree | clkbuf_8 |
| cts | Deepest clock path buffer count | 2 |
| critical path | Stage delay of the slowest cell on the critical path | 460 ps |
| synth | Netlist area before placement | 2120 µm² |
| floorplanning | Die span in x | 67.1 µm |
| critical path | CP arrival | 2220 ps |
| detailed routing | Vias per inst | 4.89 |
| finish | Top cell excl fill/tap | clkdlybuf4s50_1 |
| placement | Count of input and output buffers | 76 |
| synth | Yosys cell count | 161 |
| worst hold path | Min-delay worst type | register to register |
| synth | Main logic family after synthesis | AND-OR/OR-AND gates |
| detailed routing | Number of diodes added for antenna fixing | 0 |
| synth | Cells after Synth | 161 |
| synth | Area leader, netlist | dfxtp_1 |
| synth | Synthesized registers | 71 |
| worst hold path | Start point of the worst hold path | transmitter_start |
| synth | Share of synthesized area occupied by flip-flops and latches | 69.0% |
| finish | Most numerous logic cells after layout | clkdlybuf4s50_1, dfxtp_1, buf_4 |
| power and ir drop | Sequential Power Share | 51.4% |
| cts | Clock latency on the worst-skew pair | 320 ps |
| critical path | Required @ worst endpoint | 2080 ps |
| synth | Top area cell types | dfxtp_1, mux2_2, edfxtp_1 |
| timing | Final clock skew | 1.07 ps |
| finish | Fraction of final layout cells sized beyond drive strength 1 | 26.0% |
| timing | Slew of the pin with the lowest slew margin | 328 ps |
| placement | Last weighted congestion value of the routability-driven placer | 0.776 |
| timing | Unrepaired setup endpoints after global routing | true |
| detailed routing | Wirelength, routed | 4.46 mm |
| power and ir drop | Net switching power of the design | 516 µW |
| timing | Min cycle time layout | 2740 ps |
| critical path | Launching element type of the critical path | register |
| global routing | Global Route Usage Sum | 20.6% |
| critical path | Ordered cell list for the critical path | ha_2 -> buf_4 -> a222oi_1 -> inv_1 -> o21ai_2 -> o21ai_2 -> clkdlybuf4s50_1 |
| critical path | Most frequent CP cell | o21ai_2 |
| detailed routing | Detailed-route DRC error count | 0 |
| synth | Cell Type Count | 22 |
| synth | Fraction of the mapped netlist area in simple logic gates | 4.02% |
| detailed routing | Mean routed wirelength per cell | 14.1 µm |
| synth | Xor-xnor portion of the synthesized cell area | 0.413% |
| synth | Synthesized area per cell | 13.2 µm² |
| synth | Post-synth EDFFs | 4 |
| timing | Post-route worst setup slack | -137 ps |
| timing | Final hold violations | 0 |
| synth | Most instantiated flip-flop cell in the synthesis netlist | dfxtp_1 |
| power and ir drop | Switching share of power | 22.4% |
| status | Result of the run | finished, violations left |
| power and ir drop | Static Leakage | 0.00136 µW |
| cts | Max H-tree Level | 3 |
| floorplanning | Core Area | 4030 µm² |
| synth | Multiplexer share | 5.85% |
| finish | P&R area growth vs syn | 56.5% |
| timing | Final Max Tran Viols | 0 |
| flow run | Number of OpenROAD warnings | 32 |
logic make-up (layout without fill, tap and decap cells):
logic type | count (synthesis) | in the layout
fa+ha+maj | 5 | 5
xor+xnor | 1 | 1
buf+inv | 14 | 117
compound gates | 38 | 39
mux | 11 | 11
simple gates | 21 | 21
flops | 71 | 71
final timing paths:
kind	end	slack (ps)	depth (start not counted)
max	transmitter_data[7]	-140	7
min	transmitter_start	630	3
max reg2reg	counter[1]	980	5
min reg2reg	transmitter_start	630	3
through the flow:
stage | setup TNS, ps | utilization [%] | area, µm² | hold slack, ps | power [µW]
4_1_cts | -615 | 78.5 | 3160 | 613 | 2250
6_report | -155 | 82.3 | 3320 | 626 | 2300
5_1_grt | -702 | 82.3 | 3320 | 606 | 2410
3_3_place_gp | 0 | 72.8 | 2930 | 594 | 1490
3_5_place_dp | -110 | 72.8 | 2930 | 601 | 1500
2_1_floorplan | 0 | - | 2120 | 530 | 1320
power by group through the flow:
| stage | Clock [µW] | Sequential, µW | Combinational (µW) |
|---|---|---|---|
| global route | 826 | 1190 | 399 |
| finish | 750 | 1180 | 368 |
| CTS | 763 | 1180 | 312 |
cells in the mapped netlist (4+ instances only):
master and number:
dfxtp_1 67, nor2_1 13, mux2_2 11, a22oi_1 9, a31oi_1 7, a32oi_1 7
a21o_1 5, a221oi_1 5, ha_1 5, inv_1 5, buf_4 4, edfxtp_1 4
nand2_1 4
timing repair:
action                                  4_1_cts  5_1_grt
setup buffers                                 2       10
pin swaps                                     4        9
cloned                                        1        0
hold buffers                                  0        0
resized                                      15       32
endpoints found under the setup margin        8        8
sequential cells by signal, summed over array words and instances, names as in the netlist:
name	count
Data	64
counter	4
prev_ml_finished	1
prev_tx_ready	1
transmitter_start	1
metal layers:
layer  vias up  track usage [%]  part of all wire, %
li1        782                -                    -
met1       676             29.9                   45
met2        74             30.9                   45
met3         7             6.77                  8.3
met4         0             4.52                  1.5
met5         -                0                    0
tightest hold or removal path, cell delays in order, from the launching register on:
cell and delay, ps:
dfxtp_1 340, nor2b_1 130, o21ai_0 70, nand2_1 60
final cells by class:
cell class                 instances  area [µm²]  share of cell area, %
sequential                        71        1460                   44.1
timing repair buffer              96         902                   27.2
multi-input combinational         77         696                   21.0
clock buffer                      12         155                   4.68
tap                               50        62.6                   1.89
clock inverter                     4        20.0                  0.604
inverter                           5        18.8                  0.566
Power figures rest on the tool's default switching activity, not on a simulated workload.
