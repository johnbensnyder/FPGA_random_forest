[design.v]
`timescale 1ns / 1ns
module clk_divide(
    input clk,
	 input rst,
	 output clk_uart,
	 output clk_sampling
    );
	parameter CLK_RATE = 9600000;
	parameter BAUD_RATE = 19200;
	parameter SAMPLE_RATE = 10;
	wire [15:0] counter_uart_max; 
	wire [15:0] counter_sampling_max;	
	reg [16:0] counter_uart;
	reg clk_uart_internal;
	reg [16:0] counter_sampling;
	reg clk_sampling_internal;
	assign counter_uart_max = CLK_RATE/BAUD_RATE/2-1;
	assign counter_sampling_max = CLK_RATE/BAUD_RATE/SAMPLE_RATE/2-1;
	assign clk_uart = clk_uart_internal;
	assign clk_sampling = clk_sampling_internal;
	always@(posedge clk)
		begin
		if (rst == 1)
			begin
			counter_uart <= 0;
			clk_uart_internal <= 0;
			end
		else
			begin
			if (counter_uart == counter_uart_max)         
				begin
				counter_uart <= 0;
				clk_uart_internal <= ~clk_uart_internal;
				end
			else 
				counter_uart <= counter_uart+1'b1;
			end
		end
	always@(posedge clk)
		begin
		if (rst == 1)
			begin
			counter_sampling <= 0;
			clk_sampling_internal <= 0;
			end
		else
			begin
			if (counter_sampling == counter_sampling_max)		 
				begin
				counter_sampling <= 0;
				clk_sampling_internal <= ~clk_sampling_internal;
				end
			else 
				counter_sampling <= counter_sampling+1'b1;
			end
		end
endmodule
[run.sh]
#!/bin/bash
# OpenROAD 26Q1-2900-gdf79404cd8, Yosys 0.63+post, stock flow scripts
make -C /OpenROAD-flow-scripts/flow DESIGN_CONFIG=/design/flow/config.mk WORK_HOME=/design/flow/orfs finish
[config.mk]
export PLATFORM = sky130hd
export DESIGN_NAME = clk_divide
export DESIGN_NICKNAME = clk_divide
export VERILOG_FILES = /design/flow/design.v
export SDC_FILE = /design/flow/constraint.sdc
export NUM_CORES = 4
export LEC_CHECK = 1
export CORE_AREA = 10 10 111 111
export DIE_AREA = 0 0 121 121
[constraint.sdc]
current_design clk_divide

set clk_period 2.4
set clk_io_pct 0.2

create_clock -name clk0 -period $clk_period [get_ports {clk}]

set non_clock_inputs [all_inputs -no_clocks]
set_input_delay [expr $clk_period * $clk_io_pct] -clock clk0 $non_clock_inputs
set_output_delay [expr $clk_period * $clk_io_pct] -clock clk0 [all_outputs]
==> changes_impl.md <==
## Flow update

* Leakage power of the design at 0.604 nW
* Detailed-routed wire length on met3 at 152 µm
* Setup skew after layout at approximately 5.2 ps
* DRC violation total after the first TritonRoute iteration at 30
* Number of buffers inserted during clock tree synthesis at 5
* Sum of overflow across all layers after global routing at 0
* Highest metal layer with signal wires: met4
* Final setup vio count at 0
* Vertical die dimension at between 100 and 150 µm
* Clock-pin slew of the registers on the worst-case setup and hold paths at 70 ps
* Via count of the routed design at 1258
* Post-layout period usage at 83.7%
* CP Max Fanout at 17
* Worst EP required at 2570 ps
* Global-route wire length before repair at 5070 µm
* Final total power at approximately 1.2 mW
* Yosys cell types at 25
* Post-route cell area at 1940 µm²
* FF-to-FF Start: counter_uart[0]
* Area growth from synthesis to layout at 18.9%
* Largest net degree at the start of global routing at 18
* Pre-Repair DR Iteration Count at 4
* Async set or reset register ratio after synthesis at 0%
* Pwr dens at 636 nW/µm²
* Hold slack final at roughly 500 ps
* Detail Route Antenna Nets at 0
* Cell area after synthesis at ~1600 µm²
* Portion of synthesized cell area occupied by the leading cell type at 44.3%
* Wl on met1 at roughly 1500 µm
* Total of max-cap violations at 0
* Endpoint of the worst-slack reg-to-reg timing path: counter_uart[6]
* Vias in the first global route at 1160
* Top cell types by occurrence after synthesis: 37 x nor2_1, 36 x dfxtp_1, 20 x xnor2_1
* Final number of max-transition violations at 0
* Horiz. Die Dim at 121 µm
* Worst setup path end: counter_uart[6]
* Final standard cell count with taps included and fillers excluded at 325
* Final wirelength at 2870 µm
* Number of sinks driven by the clock tree at 36
* # IOs at 4
* Leading post-synthesis cells by cell area: dfxtp_1 44%, xnor2_1 11%, nor2_1 8.5%, xor2_1 5.4%, nand4_1 4.6%
* Register area share after synthesis at 44.3%
* Type of element capturing the critical path: register
* Slew Limit Headroom at 76.9%
* Setup total negative slack at 0 ps
* Overall global routing resource usage at 4.00%
* WL/cell at 8.84 µm
* Kind of launch point of the worst setup path: register
* Data arrival time of the worst path at ~2200 ps
* Clock tree from TritonCTS: built
* Post-CTS setup buffer count at 0
* Number of instances resized during post-cts repair at 0
* Number of antenna violations at the first check in global routing at 0
* Share of cells above drive strength 1 at 8.33%
* Buffer depth of the longest clock path at 2
* Measured slew at the worst slew-check pin at 344 ps
* Fp util at about 17%
* Clk root buf: clkbuf_8
* Worst setup path startpoint: counter_uart[0]
* Setup slack of the worst register-to-register path at 390 ps
* Number of instances in the synthesized netlist at 184
* Type of the worst min-delay path: reg -> reg
* Core area at 9860 µm²
* Register bit count reported by yosys at 36
* Port bufs at 3
* Hold_buf cts at 0
* H-tree depth at 2
* Die Size at 14600 µm²
* Max Freq at 498 MHz
* Synthesized area per cell at just under 9 µm²
* Clock latency on the worst-skew pair at 290 ps
* Post-route DRC at 0
* Min Clock Period, post-route at around 2000 ps
* Status: complete, no violations
* Path type of the worst setup path: reg -> reg
* Hold_sp: counter_uart[0]
* Number of placed instances, taps included at 317
* Post-synth tally of flip-flops with integrated enable at 0
* Peak supply drop at approximately 0.30 mV
* Top FF cell, synth: dfxtp_1
* Post-synthesis cell count from yosys at 184
* Count of tool warnings at 27
* Average via count per standard cell at 3.87
* N_diodes at 0
* Most frequent cell after synthesis: nor2_1
* Standard cell area after detailed placement at between 1500 and 2000 µm²
* RSZ-0062 raised after global routing: false
* Cell type contributing the most total cell area after synthesis: dfxtp_1
* Detailed Place HPWL at 1980 µm
* Depth of the worst register-to-register path at 6
* Chip area from the yosys synthesis statistics at between 1500 and 2000 µm²
* Count of endpoints failing hold in the final timing report at 0
* Core Rows at 36
* Amount of wire on met2 after detailed routing at 1170 µm
* Yosys warnings at 1
* Final weighted congestion in routability-driven placement at 0.822
-- placed cells by master, fill, tap and decap left out --
master / instances
a21oi_1: 2
a31o_2: 1
and4_1: 2
buf_4: 3
bufinv_16: 1
clkbuf_8: 7
clkdlybuf4s50_1: 3
dfxtp_1: 36
ha_1: 4
inv_1: 8
nand2_1: 9
nand2b_1: 2
nand3_1: 8
nand4_1: 12
nand4_2: 1
nor2_1: 37
nor3_1: 8
nor4_1: 8
nor4b_1: 3
o31ai_1: 1
or2_2: 1
or4_1: 1
or4_2: 1
or4_4: 1
or4b_1: 2
xnor2_1: 20
xor2_1: 10
-- power breakdown --
| group | switching [mW] | internal [mW] | total [mW] |
|---|---|---|---|
| combinational | 0.0207 | 0.0157 | 0.0365 |
| sequential | 0.0134 | 0.606 | 0.619 |
| clock | 0.210 | 0.366 | 0.576 |
| total | 0.244 | 0.988 | 1.23 |
-- through the flow --
stage               utilization (%)  setup WS, ps
floorplan                         -           457
global placement               18.3           422
detailed placement             18.3           400
CTS                            19.6           385
global route                   19.6           263
finish                         19.6           392
-- cell families after synthesis --
kind of cell	count (synthesis)	share of synthesized area, %
AND/OR/NAND/NOR	96	30.7
flip-flops	36	44.3
XOR/XNOR	30	16.1
buffers and inverters	14	4.15
AND-OR/OR-AND	4	1.61
adder cells (fa/ha/maj)	4	3.07
-- registers in the layout, indices dropped and copies added, names as in the netlist --
| name | count |
|---|---|
| counter_sampling | 17 |
| counter_uart | 17 |
| clk_uart_internal | 1 |
| clk_sampling_internal | 1 |
-- worst max-delay path: stages (launching register included) --
cell,delay [ps]
dfxtp_1,410
ha_1,160
or4b_1,420
or4_4,530
nand2b_1,80
buf_4,220
nor2_1,70
-- how the worst min path moves through the flow --
| stage | end | depth (start not counted) |
|---|---|---|
| CTS | counter_uart[0] | 1 |
| global route | counter_uart[16] | 2 |
| finish | counter_uart[0] | 1 |
-- layout make-up --
type | instances | area, µm²
flip-flops and latches | 36 | 721
clock buffers | 7 | 96.3
inverters | 8 | 30.0
clock inverters | 1 | 30.0
repair buffers | 6 | 52.6
well taps | 133 | 166
multi-input cells | 134 | 840
fillers | 1059 | 7930
-- per-layer routing --
layer / track usage (%) / vias up
met5: 0 / -
met4: 0.754 / 0
met3: 1.23 / 8
met2: 5.71 / 29
met1: 5.84 / 575
li1: - / 646
No activity file was given, so power comes from the tool's default toggle rates.
